<file path="design/flow/run.sh">
#!/bin/bash
# OpenROAD 26Q1-2900-gdf79404cd8, Yosys 0.63+post, stock flow scripts
make -C /OpenROAD-flow-scripts/flow DESIGN_CONFIG=/design/flow/config.mk WORK_HOME=/design/flow/orfs finish
</file>
<file path="design/flow/config.mk">
export PLATFORM = sky130hd
export DESIGN_NAME = clk_gen
export DESIGN_NICKNAME = clk_gen
export VERILOG_FILES = /design/flow/design.v
export SDC_FILE = /design/flow/constraint.sdc
export NUM_CORES = 4
export LEC_CHECK = 1
export CORE_UTILIZATION = 30
</file>
<file path="design/flow/constraint.sdc">
current_design clk_gen

set clk_period 7.8
set clk_io_pct 0.2

create_clock -name clk0 -period $clk_period [get_ports {clk_in}]

set non_clock_inputs [all_inputs -no_clocks]
set_input_delay [expr $clk_period * $clk_io_pct] -clock clk0 $non_clock_inputs
set_output_delay [expr $clk_period * $clk_io_pct] -clock clk0 [all_outputs]
</file>
<file path="design/flow/design.v">
module clk_gen (
    input  wire        clk_in,
    input  wire        reset_n,
    output reg         clk_out,
    input  wire [15:0] count
);
    reg [15:0] cnt;
    always @(posedge clk_in or negedge reset_n) begin
        if (!reset_n) cnt <= 0;
        else if (cnt == count - 1) cnt <= 0;
        else cnt <= cnt + 1;
    end
    always @(posedge clk_in or negedge reset_n) begin
        if (!reset_n) clk_out <= 0;
        else if (cnt == count - 1) clk_out <= ~clk_out;
    end
endmodule
</file>
==> run notes <==
yosys + openroad results -> Routed WL=2851 µm, clock sinks=17, final setup violation count=0, Yosys cell types=44, fraction of layout cells with a size suffix above 1=13.94%, post-synth top area share=30.97%, Worst Hold Class=register to register, Pre-Repair DR Iteration Count=4, TritonCTS Buffers=3, final worst slack=3884 ps, number of OpenROAD warnings=25, Slew HR=49.56%, placed instance area=0.001597 mm², Port Buffers=18, CTS tree=built, Top delay family on crit path=buffers and inverters, Synth top cell by count=xor2_1, startpoint types=input pin, data required time at the worst endpoint=7970 ps, r2r setup slk=5670 ps, Internal=0.0001577 W, Switching Fraction=29.75%, FMAX=255.4 MHz, chip area=0.004854 mm², Clock Skews=1.076 ps, Clock Pin Slew Worst Setup and Hold Paths=60 ps, Slew @ Worst Pin=749.7 ps, Detail Route Antenna Nets=0, Worst EP arrival=4090 ps, Yosys reg bits=17, largest net degree at the start of global routing=18, syn avg cell area=9.410 µm², reg2reg path depth=7, width of the die=69.67 µm, Slowest Stage Delay on Critical Path=490 ps, Commonest cells post-synth=xor2_1, dfrtp_1, xnor2_1, nor2_1, nor2_2, placed insts=213, final hold vios=0, Yosys Chip Area=0.001374 mm², clock latency (worst-skew pair)=250 ps, P_sw=0.00006678 W, diode count=0, Placer Congestion=0.8229, clock buffer depth=2, Min Clock Period, post-route=3916 ps, Max H-tree Level=1, largest cells by area after synthesis=dfrtp_1, xor2_1, xnor2_1, max-cap violation count=0, WL per Instance=13.14 µm, final period utilization=50.21%, run status=complete, no violations, Row Count=24, cell area after layout=0.001642 mm², P&R area growth vs syn=19.49%, yosys warning tally=1, via/cell ratio=5.143, Buf+Inv Stages, Crit Path=3, Hold Crit Depth=1, Initial Util=31.34%, root buf cell=clkbuf_8, Setup Fix Bufs, Post-CTS=0, worst reg2reg startpoint=cnt[2]$_DFF_PN0_, area of the mapped netlist=0.001374 mm², Post-Synthesis Cells=146, Max VDD drop=0.00008033 V, Synth Seq Share=30.97%, Clk pwr share=28.6%, setup TNS=0 ps, Resized cells post-CTS=0, CTS Hold Bufs=0, drt drc=0, Critical Setup Path Class=input pin to register, First DRT Iteration DRCs=44, combinational fraction of design power=23.9%, DP Worst Slack=3621 ps, fin cells=217, vias in the first global route=1,068, IO Pins=19, final total power=0.0002245 W, area leader, netlist=dfrtp_1, unrepaired setup endpoints after global routing=false, Top FF cell, synth=dfrtp_1, DP HPWL=2209 µm, chip height=69.67 µm, Static Leak=0.6365 nW, Tot GR Track Use=12.54%, CP Max Fanout=17, power density cells=136.7 mW/mm², crit path capture type=register, routed vias=1,116, GR Overflow Total=0, hold_sp=clk_out$_DFFE_PN0N_, Slowest-stage cell, CP=clkdlybuf4s50_1, initial antenna violation count=0, WHS Endpoint=clk_out$_DFFE_PN0N_, Flop pwr share=47.6%, total core area=0.004384 mm², Post-synth EDFFs=0, FF-to-FF End=clk_out$_DFFE_PN0N_, first-pass GRT wire length=4947 µm, Slew Limit Fails=0, critical path, cell by cell=clkdlybuf4s50_1 > inv_1 > ha_1 > nor3b_2 > nand2_1 > o41ai_1 > o2111ai_2 > nor4_4 > buf_4 > xor2_1, # Cells Yosys=146, ys async rst share=100.0%
-- area by class of cell --
| class | count | area [µm²] |
|---|---|---|
| Clock buffer | 4 | 45.04 |
| Fill cell | 442 | 2743 |
| Inverter | 2 | 7.507 |
| Multi-Input combinational cell | 123 | 910.9 |
| Sequential cell | 17 | 425.4 |
| Tap cell | 52 | 65.06 |
| Timing Repair Buffer | 19 | 187.7 |
-- power groups by stage --
| stage | logic (W) | clock network [W] | registers [W] |
|---|---|---|---|
| after CTS | 0.0000538 | 0.0000663 | 0.000107 |
| final | 0.0000536 | 0.0000642 | 0.000107 |
| after global routing | 0.0000599 | 0.0000695 | 0.000108 |
-- state kept, by name (all words and copies together), names as in the netlist --
name / cells
cnt: 16
clk_out: 1
-- through the flow --
stage | utilization, % | hold slack (ps)
after global routing | 37.44 | 494.1
final | 37.44 | 474.5
after detailed placement | 36.42 | 462.5
after CTS | 37.44 | 478.4
after global placement | 36.42 | 471.8
after floorplan | - | 420.4
-- cells in the final DEF, fill, tap and decap left out, types with 3 or more instances in the layout --
cell             Yosys  routed
xor2_1              20      20
clkbuf_8             0       3
dfrtp_1             17      17
nor2_1              10      10
and2_1               4       4
nand2_1              7       7
nor2_2              10      10
xnor2_1             13      13
nand4_1              7       7
nor4_1               4       4
clkdlybuf4s50_1      0      18
nand3_1              8       8
-- layer usage --
metal | up-vias | GRT usage, % | routed length, µm
met5 | - | 0 | 0
met4 | 0 | 1.556 | 21
met3 | 2 | 1.032 | 54
met2 | 7 | 20.06 | 1363
met1 | 536 | 19.57 | 1412
li1 | 571 | - | -
-- worst max-delay path by stage --
| stage | slack [ps] | end | from | cells past startpoint |
|---|---|---|---|---|
| finish | 3880 | clk_out$_DFFE_PN0N_ | count[0] | 10 |
| global route | 3620 | clk_out$_DFFE_PN0N_ | count[0] | 10 |
| CTS | 3900 | clk_out$_DFFE_PN0N_ | count[0] | 10 |
-- kinds of logic (layout without fill, tap and decap cells) --
kind of cell             after synthesis  in the layout  synth area share (%)
AND-OR/OR-AND                         17             17                 10.11
buffers and inverters                  6             25                 2.733
AND/OR/NAND/NOR                       69             69                 31.88
adder cells (fa/ha/maj)                2              2                 1.821
multiplexers                           2              2                 1.457
flip-flops                            17             17                 30.97
XOR/XNOR                              33             33                 21.04
No activity file was given, so power comes from the tool's default toggle rates.
