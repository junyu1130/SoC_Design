==> /design/flow/design.v <==
module uart_rx (
    input  wire       clk,
    input  wire       reset_n,
    input  wire       rxd,
    output reg  [7:0] rdata,
    output reg        ren        
);
    parameter IDLE = 1'h0;
    parameter DATA = 1'h1;
    reg state, next_state;
    reg [3:0] recv_cnt;
    always @(posedge clk or negedge reset_n)
        if (reset_n == 0) state <= IDLE;
        else state <= next_state;
    always @(*) begin
        case (state)
            IDLE: next_state <= rxd == 0 ? DATA : IDLE;
            DATA: next_state <= recv_cnt == 9 ? IDLE : DATA;
            default: next_state <= IDLE;
        endcase
    end
    always @(posedge clk or negedge reset_n) begin
        if (reset_n == 0) begin
            rdata    <= 8'd0;
            ren      <= 0;
            recv_cnt <= 0;
        end else begin
            case (next_state)
                IDLE: begin
                    rdata    <= 8'd0;
                    ren      <= 0;
                    recv_cnt <= 0;
                end
                DATA: begin
                    recv_cnt <= recv_cnt + 1;
                    if (recv_cnt >= 1 && recv_cnt <= 8) rdata[recv_cnt-1] <= rxd;
                    if (recv_cnt == 8) ren <= 1;
                    else ren <= 0;
                end
            endcase
        end
    end
endmodule
==> /design/flow/run.sh <==
#!/bin/bash
# OpenROAD 26Q1-2900-gdf79404cd8, Yosys 0.63+post, stock flow scripts
make -C /OpenROAD-flow-scripts/flow DESIGN_CONFIG=/design/flow/config.mk WORK_HOME=/design/flow/orfs finish
==> /design/flow/config.mk <==
export PLATFORM = sky130hd
export DESIGN_NAME = uart_rx
export DESIGN_NICKNAME = uart_rx
export VERILOG_FILES = /design/flow/design.v
export SDC_FILE = /design/flow/constraint.sdc
export NUM_CORES = 4
export LEC_CHECK = 1
export CORE_AREA = 10 10 89 89
export DIE_AREA = 0 0 99 99
==> /design/flow/constraint.sdc <==
current_design uart_rx

set clk_period 2.4
set clk_io_pct 0.2

create_clock -name clk0 -period $clk_period [get_ports {clk}]

set non_clock_inputs [all_inputs -no_clocks]
set_input_delay [expr $clk_period * $clk_io_pct] -clock clk0 $non_clock_inputs
set_output_delay [expr $clk_period * $clk_io_pct] -clock clk0 [all_outputs]
==> deck_impl_summary.md <==
Synthesis and Place & Route Summary

STA
  – Slew @ Worst Pin: 0.670 ns
  – Number of pins exceeding their max-slew limit in the final report: 0
  – Count of final hold-check violations: 0
  – RSZ-0062 raised after global routing: true
  – Share of the clock period used by the worst path after layout: 114%
  – Shortest clock period the worst path allows after layout: around 2.7 ns
  – Worst max-slew margin expressed relative to the limit: a little under three fifths
  – Summed negative setup slack over all endpoints: -2.00 ns
  – Final Skew: 0.00129 ns
  – Maximum operating frequency: approximately 360 MHz
  – Least setup slack across all paths after layout: -0.347 ns
  – Final setup violation count: 8

Global route
  – First-pass GRT wire length: between 4000 and 5000 µm
  – Largest net degree at the start of global routing: 15
  – GRT Overall Usage: ~5.3%
  – Vias in the first global route: 969
  – Total congestion overflow: 0
  – Number of antenna violations at the first check in global routing: 0

Routing
  – 1st-iter DRT viols: 32
  – Final routed wire length divided by cell count: about 12 µm
  – Antenna Cells: 0
  – # DRC: 0
  – Via density: between 4 and 5
  – Detailed-router iteration count before antenna repair: 4
  – Total Wirelength: roughly 2600 µm
  – Routed vias: 908
  – Routed Antenna Nets: 0

Synthesis
  – Average cell area after synthesis: between 9 and 10 µm²
  – Gate Count Post-Synth: around 110
  – Post-synth cell types: 33
  – Number of enable-type register cells in the synthesized netlist: 0
  – Synthesized chip area reported by yosys: just over 1000 µm²
  – Sequential share of the synthesized area: roughly a third
  – Number of cells in Yosys stat: ~110
  – Ys flops: 14
  – Count of warnings emitted by yosys: 1
  – Mapped cell area: between 1000 and 1500 µm²
  – Main synth FF type: sky130_fd_sc_hd__dfrtp_1
  – Share of async-settable or async-resettable flops after synthesis: roughly 100%

Worst setup path
  – Data required time at the worst endpoint: between 2 and 3 ns
  – Setup Crit Path Kind: reg -> reg
  – Maximum fanout along the worst path: 5
  – Cell with the largest stage delay on the worst path: sky130_fd_sc_hd__or4_4
  – Worst path arrival time: approximately 2.9 ns
  – Setup crit start: recv_cnt[1]
  – Crit end category: register
  – Largest incremental delay on the critical path: 0.43 ns
  – Startpoint kind of the worst setup timing path: register
  – Startpoint of the lowest-slack register-to-register path: recv_cnt[1]
  – Cell Chain, Critical Path: inv_2 > ha_4 > nand2_4 > or3_4 > ha_4 > nor4bb_4 > and4_4 > a41oi_2 > or4_4 > mux2i_1
  – CP most frequent cell: sky130_fd_sc_hd__ha_4

Final layout
  – Layout-stage area growth over the synthesis result: 72.3%
  – Filler instances: ~600
  – Most common logic cell in the routed design: sky130_fd_sc_hd__buf_4
  – Final non-filler cell area: roughly 1700 µm²
  – Most frequent cells in the layout: 26 x sky130_fd_sc_hd__buf_4, 13 x sky130_fd_sc_hd__dfrtp_1, 11 x sky130_fd_sc_hd__nand2_1, 11 x sky130_fd_sc_hd__clkdlybuf4s50_1, 8 x sky130_fd_sc_hd__ha_4
  – Fraction of layout cells with a size suffix above 1: 44.8%
  – Logic area: 916 µm²
  – Sequential cell area: between 300 and 400 µm²
  – Share of the core filled with cells: between 20 and 30%
  – Non-filler cells, final: between 200 and 250

Flow run
  – Number of max-capacitance violations reported: 0
  – Number of warnings the tools reported: 32

Placement
  – Final Wtd Congestion: 0.825
  – Hpwl dp: 1990 µm
  – Placed Instance Area: between 1500 and 2000 µm²
  – Total of buffers placed on input and output ports: 11
  – Instance count after placement with tap cells included: 213

Floorplan
  – Vertical die dimension: 99 µm
  – Count of boundary I/O pins: 12
  – Die X-Extent: around 100 µm
  – Initial standard-cell utilization of the core: between 10% and 20%
  – Die Outline Area: around 10000 µm²
  – Number of rows in the core area: 28
  – Core ar.: ~6000 µm²

Hold path
  – Type of the most critical hold path: reg -> reg
  – Hold path startpoint: rdata[1]

Clocking
  – Cts bufs inserted: 3
  – Clock-pin slew on the worst setup and hold paths: roughly 0.060 ns
  – Clock tree from TritonCTS: done
  – Clock tree root buffer cell: sky130_fd_sc_hd__clkbuf_8
  – Maximum buffer depth of the clock tree: 2
  – Clock Sinks: 14
  – Insertion Delay late pin: between 0.2 and 0.25 ns
  – H-tree depth: 1

Status
  – Violations in the final reports: negative setup slack
  – Result of the run: finished with violations
final cells by class:
class,count,share of cell area [%]
sequential,14,20.1
inverter,5,1.36
clock buffer,3,2.36
tap,75,5.37
timing repair buffer,38,18.3
multi-input combinational,83,52.4
cells by family (layout without fill, tap and decap cells):
kind of cell / count (synthesis) / after routing / share of synthesized area, %
AND-OR/OR-AND: 10 / 10 / 7.04
XOR/XNOR: 6 / 6 / 5.93
adder cells (fa/ha/maj): 11 / 11 / 13.6
buffers and inverters: 10 / 46 / 3.83
flip-flops: 14 / 14 / 34.6
multiplexers: 7 / 7 / 6.91
AND/OR/NAND/NOR: 49 / 49 / 28.2
routing by layer:
layer | track usage (%) | part of all wire, % | vias up
met4 | 0.441 | 0.38 | 0
li1 | - | - | 459
met5 | 0 | 0 | -
met3 | 1.13 | 3.6 | 2
met2 | 9.22 | 49 | 11
met1 | 6.86 | 47 | 436
state kept, by name, summed over array words and instances, names as in the netlist:
register	flops
rdata	8
recv_cnt	4
ren	1
state	1
final timing paths:
check / end / slack (ns) / depth (start not counted)
setup / recovery: rdata[0] / -0.35 / 10
hold / removal: rdata[1] / 0.53 / 2
hold reg to reg: rdata[1] / 0.53 / 2
min in group asynchronous: rdata[6] / 0.65 / 1
max in group asynchronous: recv_cnt[0] / 1.28 / 1
setup reg to reg: rdata[0] / -0.35 / 10
metrics by stage:
| stage | worst slack, ns | hold WS, ns |
|---|---|---|
| 5_1_grt | -0.434 | 0.555 |
| 3_5_place_dp | -0.469 | 0.516 |
| 6_report | -0.347 | 0.528 |
| 2_1_floorplan | -0.416 | 0.184 |
| 4_1_cts | -0.367 | 0.532 |
| 3_3_place_gp | -0.437 | 0.512 |
timing repair:
item / CTS / global route
setup endpoints to repair: 8 / 8
hold endpoints to repair: 0 / 0
buffers inserted: 2 / 0
pin swaps: 4 / 9
gates resized: 18 / 9
hold buffers: 0 / 0
synth_stat cells (all sizes together) (2+ instances only):
cell type,number,area share (%)
nor4bb,2,2.0
and2,2,1.2
xor2,3,3.3
nand2,14,5.2
nor4b,3,2.6
inv,5,1.9
nor3,2,0.99
dfrtp,14,35
mux2i,7,6.9
nand3,2,0.99
buf,2,0.86
ha,11,14
o21ai,4,2.0
or3,5,3.7
nor4,5,3.1
nor2,7,2.6
xnor2,3,2.6
clkbuf,3,1.1
critical path, delay by kind of cell, from the launching register on:
family	cells	cell delay (ns)
compound gates	1	0.04
fa+ha+maj	2	0.51
buf+inv	1	0.09
flops	1	0.39
mux	1	0.13
simple gates	5	1.45
