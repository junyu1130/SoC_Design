### flow/run.sh
#!/bin/bash
# OpenROAD 26Q1-2900-gdf79404cd8, Yosys 0.63+post, stock flow scripts
make -C /OpenROAD-flow-scripts/flow DESIGN_CONFIG=/design/flow/config.mk WORK_HOME=/design/flow/orfs finish
### flow/config.mk
export PLATFORM = sky130hd
export DESIGN_NAME = uart_tx
export DESIGN_NICKNAME = uart_tx
export VERILOG_FILES = /design/flow/design.v
export SDC_FILE = /design/flow/constraint.sdc
export NUM_CORES = 4
export LEC_CHECK = 1
export CORE_AREA = 10 10 70 70
export DIE_AREA = 0 0 80 80
### flow/constraint.sdc
current_design uart_tx

set clk_period 2.7
set clk_io_pct 0.2

create_clock -name clk0 -period $clk_period [get_ports {clk}]

set non_clock_inputs [all_inputs -no_clocks]
set_input_delay [expr $clk_period * $clk_io_pct] -clock clk0 $non_clock_inputs
set_output_delay [expr $clk_period * $clk_io_pct] -clock clk0 [all_outputs]
### flow/design.v
module uart_tx (
    input  wire       clk,
    input  wire       reset_n,
    input  wire [9:0] wdata,     
    input  wire       start,
    output reg        txd,
    output wire       idle       
);
    parameter IDLE = 1'h0;
    parameter DATA = 1'h1;
    reg state, next_state;
    reg [3:0] send_cnt;
    always @(posedge clk or negedge reset_n) begin
        if (reset_n == 0) state <= IDLE;
        else state <= next_state;
    end
    always @(*) begin
        case (state)
            IDLE: next_state <= start == 1 ? DATA : IDLE;
            DATA: next_state <= send_cnt == 10 ? IDLE : DATA;
            default: next_state <= IDLE;
        endcase
    end
    assign idle = (state == IDLE) ? 1 : 0;
    always @(posedge clk or negedge reset_n) begin
        if (reset_n == 0) begin
            send_cnt <= 0;
            txd      <= 1;
        end else begin
            case (next_state)   
                IDLE: begin
                    send_cnt <= 0;
                    txd      <= 1;
                end
                DATA: begin
                    send_cnt <= send_cnt + 1;
                    txd      <= wdata[send_cnt];
                end
            endcase
        end
    end
endmodule
==> impl_metrics.tcl <==
# yosys + openroad results
set metrics [dict create \
    rows 21 \
    cap_violations 0 \
    grt_use_met3_pct 2.84 \
    edf_count 0 \
    drt_drc_violations_left 0 \
    power.total_mw 0.500 \
    vias_per_cell 2.99 \
    cts_hold_buffers 0 \
    synth_area_um2 342 \
    rsz0062_at_grt "false" \
    chipArea_um2 6400 \
    ys_area_um2 342 \
    wl_per_cell_um 9.56 \
    port_buffers 14 \
    rrSetupSlack_ns 1.08 \
    hpwl_um 758 \
    fill_cells 391 \
    cts.sinks 6 \
    ir_drop_v 0.000203 \
    period_used_pct 66.1 \
    yosysTopAreaCell "dfrtp_1" \
    grt_pass1_wl_um 1370 \
    pin_count 15 \
    ant_nets 0 \
    outcome "finished clean" \
    final_area_um2 557 \
    cts_max_path_buffers 2 \
    syn_area_per_cell_um2 10.7 \
    fin_crit_ns 1.79 \
    path_cells "clkdlybuf4s50_1" \
    synth_cells 32 \
    yosysWarnings 1 \
    busiest_layer "met1" \
    warnings 26 \
    clkTransAtPathRegs_ns 0.05 \
    ctsHtreeMaxLevel 1 \
    fp.dieH_um 80 \
    grt_util_all_layers_pct 2.89 \
    layoutNonFillerInstCount 96 \
    topCellsByArea "dfrtp_1, mux2i_1, dfstp_2" \
    gp_congestion 0.780 \
    dpl_cell_area_um2 528 \
    relSlewSlack_pct 67.9 \
    hp-class "primary input to async pin" \
    setup_viol 0 \
    grt_pass1_vias 290 \
    finalSetupTns_ns 0 \
    worstSkewPairLatency_ns 0.25 \
    overflow 0 \
    met1_usage_pct 3.72 \
    crit_arrival_ns 1.25 \
    critical-path-slowest-cell "dfstp_2" \
    cts_root_buf "clkbuf_4" \
    cp-end-kind "output pin" \
    ff_type "dfrtp_1" \
    drive_above_1_share_pct 10.2 \
    ys_ff 6 \
    ys_top_cells_by_count "dfrtp_1, inv_1, nor2_1" \
    drt_iter0_markers 10 \
    cp_max_fo 1 \
    final_core_util_pct 16.3 \
    maxSlewViolCount 0 \
    coreArea_um2 3420 \
    fp_util_pct 10.0 \
    vias 287 \
    p_leak_nw 0.223 \
    crit_family "flip-flops" \
    synthToLayoutAreaGrowth_pct 63.0 \
    antenna_found_initial 1 \
    ys_seq_share_pct 44.3 \
    required_ns 2.16 \
    grt_max_degree 9 \
    p_per_area_nw_per_um2 899 \
    top_cell_area_share_pct 36.6 \
    worst_slew_pin_slew_ns 0.481 \
    max_clock_freq_ghz 0.560 \
    dr.pass1.iters 2 \
    grt_util_met2_pct 3.53 \
    placed_cells 91 \
    start_kind "flip-flop" \
    async_flop_share_pct 100 \
    post_cts_buffers 0 \
    slowest_delay_ns 0.54 \
    yosysCellCount 32 \
    cts_tree "done" \
    hold_viol 0 \
    cts_buffers 3 \
    drt_wl_total_um 918 \
    chipWidth_um 80 \
    synth_cell_types 18 \
    cp_num_buf_inv 1 \
    critPathKind "flip-flop to output pin" \
    finClkSkew_ns 0.000857 \
    top_cell "dfrtp_1" \
    cts_resized 0 \
]
==> per-stage QoR <==
step                      hold slack (ns)  setup slack, ns
after CTS                           0.539            0.895
after global routing                0.547            0.861
after detailed placement            0.552            0.760
after floorplan                     0.244             1.20
final                               0.536            0.914
after global placement              0.549            0.756
==> layout by cell type, fill, tap and decap left out <==
| cell | instances |
|---|---|
| nor2_1 | 4 |
| o22ai_1 | 1 |
| ha_1 | 2 |
| nand2_1 | 1 |
| xor2_1 | 1 |
| a311o_1 | 1 |
| mux2i_1 | 3 |
| diode_2 | 1 |
| xnor2_1 | 1 |
| a31oi_1 | 1 |
| dfstp_2 | 1 |
| clkdlybuf4s50_1 | 14 |
| clkbuf_1 | 1 |
| dfrtp_1 | 5 |
| nor3_1 | 1 |
| nand2b_1 | 1 |
| inv_1 | 4 |
| mux4_2 | 1 |
| clkbuf_4 | 3 |
| nand3_1 | 2 |
| or2_0 | 1 |
==> worst register-to-register path, stage by stage (launching register included) <==
cell and delay [ns]:
dfrtp_1 0.54, mux4_2 0.54, or2_0 0.20, a311o_1 0.26
==> worst paths after layout <==
kind / from / cells past startpoint / end
worst max-delay path: txd / 1 / txd
worst min-delay path: reset_n / 1 / state
worst max register to register: send_cnt[0] / 3 / txd
worst min register to register: send_cnt[3] / 2 / send_cnt[3]
max in group asynchronous: reset_n / 1 / txd
min in group clk0: send_cnt[3] / 2 / send_cnt[3]
==> power breakdown <==
group / switching, mW / internal [mW]
Sequential: 0.0673 / 0.143
Clock: 0.0343 / 0.0561
Combinational: 0.0718 / 0.128
==> layer usage <==
| metal | vias up | routed length [um] |
|---|---|---|
| li1 | 146 | - |
| met1 | 125 | 461 |
| met2 | 16 | 313 |
| met3 | 0 | 143 |
| met4 | 0 | 0 |
| met5 | - | 0 |
==> flip-flops by register name, summed over array words and instances (netlist names) <==
signal / count
send_cnt: 4
state: 1
txd: 1
==> layout make-up <==
cell class / count / area (um2) / share of cell area, %
diodes: 1 / 2.50 / 0.449
clock buffers: 4 / 26.3 / 4.72
inverters: 4 / 15.0 / 2.70
multi-input cells: 21 / 164 / 29.4
flip-flops and latches: 6 / 151 / 27.2
well taps: 46 / 57.6 / 10.3
repair buffers: 14 / 140 / 25.2
==> cells by family after synthesis <==
logic type / share of synthesized area, %
buf+inv: 7.69
flops: 44.3
compound gates: 6.60
mux: 15.4
simple gates: 13.6
fa+ha+maj: 7.32
xor+xnor: 5.13
Power figures rest on the tool's default switching activity, not on a simulated workload.
